<file path="flow/config.mk">
export PLATFORM = sky130hd
export DESIGN_NAME = sdram_refresh_controller
export DESIGN_NICKNAME = sdram_refresh_controller
export VERILOG_FILES = /design/flow/design.v
export SDC_FILE = /design/flow/constraint.sdc
export NUM_CORES = 4
export LEC_CHECK = 1
export CORE_AREA = 10 10 70 70
export DIE_AREA = 0 0 80 80
</file>
<file path="flow/constraint.sdc">
current_design sdram_refresh_controller

set clk_period 2.3
set clk_io_pct 0.2

create_clock -name clk0 -period $clk_period [get_ports {clock_i}]

set non_clock_inputs [all_inputs -no_clocks]
set_input_delay [expr $clk_period * $clk_io_pct] -clock clk0 $non_clock_inputs
set_output_delay [expr $clk_period * $clk_io_pct] -clock clk0 [all_outputs]
</file>
<file path="flow/design.v">
module sdram_refresh_controller #(
	parameter N_CYCLES 	= 0, 		 
	parameter BW_CYCLES = 0, 		
	parameter BW_DEPTH 	= 0 		 
)(
	input 			clock_i,
	input 			resetn_i,
	input 			status_i, 		 
	input 			execute_i, 		 
	output 			refresh_o 		 
); 
reg refresh_reg;
assign refresh_o = (refresh_counter_reg) ? 1'b1 : 1'b0; 
reg 	[BW_CYCLES-1:0]	cycle_counter_reg;
reg 	[BW_DEPTH-1:0] 	refresh_counter_reg;
always @(posedge clock_i) begin
	if (!resetn_i) begin
		cycle_counter_reg 	<= N_CYCLES[BW_CYCLES-1:0];
		refresh_counter_reg <= 'b0;
	end
	else begin
		if (status_i) begin
			refresh_counter_reg <= refresh_counter_reg + (!cycle_counter_reg) - execute_i;
			if (!cycle_counter_reg) cycle_counter_reg <= N_CYCLES[BW_CYCLES-1:0];
			else 					cycle_counter_reg <= cycle_counter_reg - 1'b1;
		end
	end
end
endmodule
</file>
<file path="flow/run.sh">
#!/bin/bash
# OpenROAD 26Q1-2900-gdf79404cd8, Yosys 0.63+post, stock flow scripts
make -C /OpenROAD-flow-scripts/flow DESIGN_CONFIG=/design/flow/config.mk WORK_HOME=/design/flow/orfs finish
</file>
==> impl_metrics.yaml <==
# synthesis and place-and-route metrics
die:
  fp_util: 0.06044
  std_cell_rows: 21
  die_area_um2: 6400
  placeableCoreArea_um2: 3416
  die.size.y_um: 80
  io_pins: 5
  fp.dieW_um: 80
setup_path:
  arrival_ns: 1.20
  crit_required_ns: 1.84
  critPathKind: "reg -> out"
  crit_path_max_fanout: 3
  worst_setup_path_start_kind: "register"
  end_kind: "output pin"
cells_and_area:
  layout.cells.non_filler: 76
  fillers: 403
  post-route-util: 0.09670
  layout_top_cell: "clkdlybuf4s50_1"
  drive_gt1_frac: 0.1000
  mostFrequentLayoutCells: "clkdlybuf4s50_1, inv_1, nand2_1, clkbuf_4, dfxtp_1"
  design_area_um2: 330.3
  area_delta_synth_final_pct: 60.00
synthesis:
  largest_area_cell: "dfxtp_1"
  top_cells_by_area: "dfxtp_1, edfxtp_1, ha_1"
  ys_warn_count: 1
  synth_area_per_cell_um2: 9.384
  syn_inst: 22
  synth_top_area_share: 0.2909
  synth_area_um2: 206.4
  synth_flops: 4
  ys_area_um2: 206.4
  ys_types: 12
  ys_cells: 22
  ys_seq_frac: 0.4364
run:
  stage_log_warnings: 25
  maxCapViolCount: 0
clocking:
  cts_hold_buffers: 0
  root_buffer: "clkbuf_4"
  h-tree-depth: 1
  numCtsBuffers: 3
  clock_latency_ns: 0.24
  cts_resized: 0
  clock-sinks: 4
  cts_tree: "built"
  postCtsSetupRepairBufs: 0
  cts.clk_slew.worst_paths_ns: 0.04
  clockBufferDepth: 2
hold_path:
  hold_class: "reg -> reg"
sta:
  drv_slew: 0
  skew_ns: 0.005435
  slew_headroom: 0.8784
  finalCritPeriodShare: 0.7223
  holdWs_ns: 0.4537
  final_hold_viol_count: 0
  min_period_ns: 1.661
  worst_slack_ns: 0.6387
  tns_ns: 0
  max_freq_mhz: 601.9
  setup_viol: 0
  worst_slew_pin_slew_ns: 0.1818
  rsz0062_at_grt: "no"
placed_design:
  dpl-instance-area_um2: 304.0
  pre_cts_ws_ns: 0.4792
  dp.cells: 72
  io_buffers: 4
  gpl.final_weighted_congestion: 0.7186
  hpwl_um: 315.8
grt:
  grt_pass1_vias: 188
  grt_pass1_wl_um: 793
  overflow: 0
  grt_usage: 0.01554
  top_usage_layer: "met2"
  grtUsageMet1: 0.01602
  antenna_found_initial: 0
  grt_use_met2: 0.02006
  gr-usage-met3: 0.01818
  grt_max_degree: 6
routing:
  wl_per_cell_um: 5.829
  vias: 165
  postRouteAntennaNets: 0
  first_pass_iters: 6
  diodes: 0
  drt_iter0_drc: 9
  drc: 0
  routed_via_density: 2.171
  wirelength_um: 443
power:
  power.density_nw_per_um2: 660.8
  p_leak_nw: 0.1292
  irDropWorstVdd_mv: 0.09471
  power.total_mw: 0.2183
run_status:
  status: "finished clean"
## where the power goes
group	internal [mW]	total [mW]	switching, mW
clock	0.0653	0.0974	0.0321
combinational	0.0239	0.0393	0.0154
sequential	0.0779	0.0815	0.00365
total	0.167	0.218	0.0512
## cell families after synthesis
kind of cell               count (synthesis)  synth area share
xor gates and xnor gates                   1           0.04243
muxes                                      2           0.09697
adders and majority gates                  2            0.1212
AOI/OAI and AO/OA                          1           0.02422
DFF                                        4            0.4364
and+or+nand+nor                            9            0.2242
buffers and inverters                      3           0.05454
## critical path, cell delays in order, from the launching register on
cell and delay [ns]:
dfxtp_1 0.31, or2_1 0.23, clkdlybuf4s50_1 0.43
## cell usage after synthesis
cell,n
xor2_1,1
nor2b_1,2
a21oi_1,1
mux2i_1,2
inv_1,3
nor2_1,1
edfxtp_1,1
nand2_1,3
ha_1,2
dfxtp_1,3
nand2b_1,2
or2_1,1
## worst paths after layout
check / from / endpoint / slack [ns] / cells past startpoint
setup / recovery: refresh_counter_reg[-1] / refresh_o / 0.64 / 2
setup reg to reg: refresh_counter_reg[0] / refresh_counter_reg[-1] / 0.98 / 7
hold reg to reg: cycle_counter_reg[-1] / cycle_counter_reg[-1] / 0.45 / 2
hold / removal: cycle_counter_reg[-1] / cycle_counter_reg[-1] / 0.45 / 2
## layout make-up
type	count	area (µm²)	share of cell area
clock buffers	4	26.28	0.07955
inverters	3	11.26	0.03409
multi-input cells	15	105.1	0.3182
flip-flops and latches	4	90.09	0.2727
well taps	46	57.56	0.1742
repair buffers	4	40.04	0.1212
## routing by layer
metal | share of wire | routed length, µm
met3 | 0.22 | 96
met2 | 0.29 | 128
met1 | 0.49 | 218
met4 | 0 | 0
met5 | 0 | 0
No activity file was given, so power comes from the tool's default toggle rates.
